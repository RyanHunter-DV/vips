==> ./design.v <==
interface ChiVipIf#(REQCHN=1,RSPCHN=1,DATCHN=1,SNPCHN=1)(input clk,input resetn);
endinterface
module DUT(
	input clk_i,rstn_i,
	input valid_i,
	input[31:0] data_i,
	output ack_o
);
	reg ack_r;
	reg [3:0] counter_r;
	reg [3:0] counter2_r;
	assign ack_o = ack_r;
	always @(posedge clk_i or negedge rstn_i) begin
		if (~rstn_i) begin
			ack_r <= 1'b0;
			counter_r <= 4'h0;
			counter2_r<= 4'h0;
		end else begin
			if (valid_i) begin
				if (counter_r==counter2_r) begin
					counter2_r <= counter2_r + 1'b1;
					ack_r <= 1'b1;
				end else begin
					counter_r <= counter_r + 1'b1;
				end
			end
			if (ack_r == 1'b1) begin
				counter_r <= 4'h0;
				ack_r <= 1'b0;
			end
		end
	end
endmodule
==> ./run.sh <==
#!/bin/bash
# OpenROAD 26Q1-2900-gdf79404cd8, Yosys 0.63+post, stock flow scripts
make -C /OpenROAD-flow-scripts/flow DESIGN_CONFIG=/design/flow/config.mk WORK_HOME=/design/flow/orfs finish
==> ./config.mk <==
export PLATFORM = sky130hd
export DESIGN_NAME = DUT
export DESIGN_NICKNAME = DUT
export VERILOG_FILES = /design/flow/design.v
export SDC_FILE = /design/flow/constraint.sdc
export NUM_CORES = 4
export LEC_CHECK = 1
export CORE_AREA = 10 10 70 70
export DIE_AREA = 0 0 80 80
==> ./constraint.sdc <==
current_design DUT

set clk_period 2.8
set clk_io_pct 0.2

create_clock -name clk0 -period $clk_period [get_ports {clk_i}]

set non_clock_inputs [all_inputs -no_clocks]
set_input_delay [expr $clk_period * $clk_io_pct] -clock clk0 $non_clock_inputs
set_output_delay [expr $clk_period * $clk_io_pct] -clock clk0 [all_outputs]
==> run summary <==
run metrics: top cells by area, synth=dfrtp_1, xnor2_1, xor2_1, Post-Synthesis Cells=41, LEAKAGE=0.2287 nW, Worst IR Drop VDD=0.4965 mV, Die Area=6400 um2, number of buffers created by CTS=3, cell count in the Yosys report=41, number of logged tool warnings=57, total iterations of the first detailed-routing run=2, number of endpoints with negative hold slack in the final report=0, Std-Cell Core Area=3416 um2, worst clock skew on the final layout=0.004190 ns, Post-Syn Area=441.7 um2, clock sinks=9, growth of design area from synthesis to finish=25.78%, number of cells on the critical path=1, beginning of the worst hold path=counter2_r[3]$_DFFE_PN0P_, crit path max-delay cell type=clkdlybuf4s50_1, DIE HEIGHT=80 um, Antenna Diode Count=0, worst stage delay on the critical path=0.51 ns, Total Power=571.3 uW, kind of start point of the critical path=register, endpoint of the worst register-to-register path=counter2_r[1]$_DFFE_PN0P_, initial antenna violation count=0, Worst setup EP type=output port, critical path data required time=2.24 ns, wire per inst=7.936 um, Final Max-Slew Violation Tally=0, count of cells along the worst register-to-register path=4, cell accounting for the most synthesized area=dfrtp_1, share of post-route cells with drive strength above 1=0.1042, final number of setup-violating endpoints=0, count of buffers inserted at the top-level ports=3, worst r2r src=counter_r[0]$_DFFE_PN0P_, summed standard-cell area reported by yosys=441.7 um2, depth of the worst hold-timing path=1, number of placed I/O pins=36, Final Cell Area=555.5 um2, unique cell type count in the Yosys netlist=16, clock tree from TritonCTS=yes, endpoint arrival time on the critical path=1.21 ns, worst-skew pair later-pin latency=0.26 ns, tally of yosys warning messages=1, gr ovfl total=0, vias per std cell=3.160, Hold-fix buffers, CTS=0, Registers, synthesis=9, max-cap check violation count=0, smallest setup slack after layout=1.033 ns, global-route wire length before repair=1345 um, achievable clock frequency=566.0 MHz, DIE WIDTH=80 um, run status=finished clean, deepest level of the CTS H-tree=1, vias in the first global route=303, mean area per synthesized cell=10.77 um2, Longest Clk Path Bufs=2, pin slew with the least headroom to its limit=0.3909 ns, setup slack at placement=0.8134 ns, Via Count=297, Hold EP=counter2_r[3]$_DFFE_PN0P_, sequence of cells on the critical path=clkdlybuf4s50_1, largest net degree at the start of global routing=10, std cell rows=21, Total GRT Usage=0.02589, final hold slack=0.4897 ns, ANT nets after route=0, root buffer cell=clkbuf_4, power per standard cell area=1028 nW/um2, cells resized by post-CTS repair=0, register area=225.2 um2, Top delay family on crit path=buffers and inverters, combinational cell area excluding buffers and inverters=209.0 um2, Synth Seq Share=0.5099, Hold Crit Class=reg -> reg, Register-to-Register Setup Slack=1.16 ns, count of filler cells inserted in the layout=395, total setup buffers inserted after CTS=0, weighted congestion at the end of routability-driven global placement=0.7406, Slew HR=0.7386, total negative slack=0 ns, CP Buf/Inv Count=1, start-to-end type of the worst setup path=reg -> out, Min Clock Period, post-route=1.767 ns, Final Routed Wirelength=746 um, clk slew on worst S/H paths=0.06 ns, post-layout period usage of the worst path=0.6310, FP Core Util=0.1293, DRC violation count after routing=0, initial drt markers=6, unrepaired setup endpoints after global routing=no, proportion of netlist area held by the largest area contributor=0.5099, placement-stage cell area=529.3 um2, top fanout value on the critical path=6
## flip-flops by register name, summed over array words and instances (netlist names)
name and flops:
ack_r 1, counter_r 4, counter2_r 4
## per-layer routing
layer,wire (um),track usage
met1,393,0.03392
met2,283,0.03531
met3,61,0.01705
met4,7,0.003521
met5,0,0
## synth_stat cells, drive strengths merged
cell type and n:
mux2 1, a21oi 3, nor2 3, o21ai 2
nand4 1, ha 2, nand2 2, or2 1
a41o 1, inv 2, nand3 3, xnor2 5
nor3 1, xor2 3, or3 2, dfrtp 9
## power breakdown
part	switching (mW)	total (mW)	internal, mW
registers	0.0702	0.262	0.191
logic	0.0939	0.211	0.117
clock network	0.0440	0.0988	0.0548
## cell families after synthesis
family | Yosys count | synth area share
AOI/OAI and AO/OA | 6 | 0.07931
xor gates and xnor gates | 8 | 0.1586
adders and majority gates | 2 | 0.05665
buffers and inverters | 2 | 0.01700
DFF | 9 | 0.5099
muxes | 1 | 0.03398
and+or+nand+nor | 13 | 0.1445
## layout by cell type, fill, tap and decap left out
cell             n
nand3_1          3
o21ai_0          2
nand2_1          2
nand4_1          1
xor2_1           3
clkbuf_4         3
or3_1            2
ha_1             2
mux2_4           1
inv_1            2
dfrtp_1          9
clkdlybuf4s50_1  3
xnor2_1          5
a41o_1           1
a21oi_1          3
clkbuf_1         1
nor2_1           3
nor3_1           1
or2_2            1
## layout make-up
class / count / area share
Clock buffer: 4 / 0.04730
Inverter: 2 / 0.01351
Multi-Input combinational cell: 30 / 0.3761
Sequential cell: 9 / 0.4054
Tap cell: 46 / 0.1036
Timing Repair Buffer: 3 / 0.05405
## metrics by stage
step / util / cells
2_1_floorplan: - / 41
3_3_place_gp: 0.1549 / 90
3_5_place_dp: 0.1549 / 90
4_1_cts: 0.1626 / 94
5_1_grt: 0.1626 / 94
6_report: 0.1626 / 94
## worst max-delay path by stage
stage	slack (ns)	end	from
after global routing	0.95	ack_o	ack_r$_DFF_PN0_
after CTS	1.00	ack_o	ack_r$_DFF_PN0_
final	1.03	ack_o	ack_r$_DFF_PN0_
Power is estimated from default activity; no workload was simulated.
